[flow/run.sh]
#!/bin/bash
# OpenROAD 26Q1-2900-gdf79404cd8, Yosys 0.63+post, stock flow scripts
make -C /OpenROAD-flow-scripts/flow DESIGN_CONFIG=/design/flow/config.mk WORK_HOME=/design/flow/orfs finish
[flow/config.mk]
export PLATFORM = sky130hd
export DESIGN_NAME = ID
export DESIGN_NICKNAME = ID
export VERILOG_FILES = /design/flow/design.v
export SDC_FILE = /design/flow/constraint.sdc
export NUM_CORES = 4
export LEC_CHECK = 1
export CORE_UTILIZATION = 50
[flow/constraint.sdc]
current_design ID

set clk_period 4.6
set clk_io_pct 0.2

create_clock -name clk0 -period $clk_period [get_ports {clk}]

set non_clock_inputs [all_inputs -no_clocks]
set_input_delay [expr $clk_period * $clk_io_pct] -clock clk0 $non_clock_inputs
set_output_delay [expr $clk_period * $clk_io_pct] -clock clk0 [all_outputs]
[flow/design.v]
`timescale 1ns / 1ps
module ID(
	clk,
	reset,
	sign_ext,
	rd_data1,
	rd_data2,
	instin,
	writedata,
	regwrite_in,
	regwrite,
	alusrc,
	regdst,
	branch,
	memwrite,
	memread,
	memtoreg, 
	ready,
	write_reg);
input clk, reset, regwrite_in, ready;
input [15:0] instin;
input [15:0] writedata;
input [2:0] write_reg;
output [15:0] sign_ext;
output [15:0] rd_data1, rd_data2;
output regdst, regwrite, alusrc, branch, memwrite, memtoreg, memread;
wire [3:0] op, rs, rt, write_address, rd;
wire [4:0] func;
wire [6:0] immediate;
reg [15:0] regdata;
reg [15:0] sign_ext, rd_data1, rd_data2;
reg regdst, regwrite, alusrc, branch, memwrite, memtoreg;
reg [15:0] a, b, c, d, e, f, g, zero;
assign op = instin[15:13];
assign rs = instin[12:10];
assign rt = instin[9:7];
assign rd = write_reg;
assign func = instin[3:0];
assign immediate = instin[6:0];
always @* begin
	sign_ext[15:7] = 9'b000000000;
	sign_ext[6:0] = immediate;
	if(immediate[6] == 1) 
		sign_ext[15:7] = 9'b111111111;
end
always @* begin
	rd_data1 = regdata;
	if((op == 3'b000 && func == 3'b000) || (op == 3'b000 && func == 3'b111)) begin
		rd_data1[15:3] = 13'b0000000000000;
		rd_data1[2:0] = rs;
	end
end
always @* begin
	regdata = 16'h0000;
	rd_data2 = 16'h0000;
	case(rs)
		3'b000:
			regdata = 16'h0000;
		3'b001:
			regdata = a;
		3'b010:
			regdata = b;		
		3'b011:
			regdata = c;
		3'b100:
			regdata = d;
		3'b101:
			regdata = e;
		3'b110:
			regdata = f;
		3'b111:
			regdata = g;
	endcase
	case(rt)
		3'b000:
			rd_data2 = 16'h0000;
		3'b001:
			rd_data2 = a;
		3'b010:
			rd_data2 = b;		
		3'b011:
			rd_data2 = c;
		3'b100:
			rd_data2 = d;
		3'b101:
			rd_data2 = e;
		3'b110:
			rd_data2 = f;
		3'b111:
			rd_data2 = g;
	endcase
end
always @(negedge clk or posedge reset) begin
	if(reset) begin
		a <= 16'h000;
		a <= 16'h000;
		b <= 16'h000;
		c <= 16'h000;
		d <= 16'h000;
		e <= 16'h000;
		f <= 16'h000;
		g <= 16'h000;
	end
	else begin
		if(regwrite_in == 1) begin
			case(rd) 
				3'b001: begin
					a <= writedata;
					b <= b;
					c <= c;
					d <= d;
					e <= e;
					f <= f;
					g <= g;
				end
				3'b010: begin
					b <= writedata;
					a <= a;
					c <= c;
					d <= d;
					e <= e;
					f <= f;
					g <= g;
				end
				3'b011: begin
					c <= writedata;
					b <= b;
					a <= a;
					d <= d;
					e <= e;
					f <= f;
					g <= g;
				end
				3'b100: begin
					d <= writedata;
					b <= b;
					c <= c;
					a <= a;
					e <= e;
					f <= f;
					g <= g;
				end
				3'b101: begin
					e <= writedata;
					b <= b;
					c <= c;
					d <= d;
					a <= a;
					f <= f;
					g <= g;
				end
				3'b110: begin
					f <= writedata;
					b <= b;
					c <= c;
					d <= d;
					e <= e;
					a <= a;
					g <= g;
				end
				3'b111: begin
					g <= writedata;
					b <= b;
					c <= c;
					d <= d;
					e <= e;
					f <= f;
					a <= a;
				end
							endcase
		end
		else begin
			zero <= 16'h000;
			a <= a;
			b <= b;
			c <= c;
			d <= d;
			e <= e;
			f <= f;
			g <= g;
		end
	end
end
always @* begin
	regwrite = 0;
	alusrc = 0;
	regdst = 0; 
	branch = 0;
	memwrite = 0;
	memtoreg = 0;
	if(op == 3'b000 && ready) begin
		regdst = 1;
		regwrite = 1;
	end
	else if(op == 3'b100) begin
		branch = 1;
	end
	if(op == 3'b101) begin
		branch = 1;
	end
	if(op == 3'b110) begin
		alusrc = 1;
		regwrite = 1;
		memtoreg = 1;
	end
	else if(op == 3'b111) begin
		alusrc = 1;
		memwrite = 1;
	end
	else if(op == 001 || op == 010 || op == 011) begin
		alusrc = 1;
		regwrite = 1;
	end
end
endmodule
==> out/qor.yml <==
crit_type: "reg2out"
n_fill_cell: 960
cellPowerDensity_mw_per_mm2: 377
dieWidth_um: 115
grt_pass1_vias: 4750
hold_violations: 0
end_kind: "output port"
required_ns: 3.68
antennaDiodeCount: 0
synth-edff-count: 0
ys_area_mm2: 0.00642
status: "finished, violations left"
clkTransAtPathRegs_ns: 0.06
postSynthAreaPerCell_um2: 12.3
synth_seq_share: 0.436
first_pass_iters: 4
postCtsHoldBufs: 0
drt-total-wl_mm: 16.5
yosysUniqueCellTypes: 40
max_cap_violations: 0
floorplan.core_util: 0.511
clock_latency_ns: 0.35
holdWs_ns: 0.476
h-tree-depth: 3
grt_max_degree: 52
slew_violations: 0
leakagePower_uw: 0.00349
fin_ws_ns: -0.258
yosysTopAreaCell: "dfrtn_1"
port_buffers: 77
numSynthFlops: 112
slew_headroom: 0.489
cts-root-buf: "clkbuf_16"
arrival_ns: 3.94
fp-row-count: 41
async_flop_share: 1.00
ys_cells: 522
drc: 0
syn2layout_area_growth_pct: 26.6
die_height_um: 115
crit_path_start_kind: "flop"
worst-path-max-fanout: 2
yosys_warnings: 2
tns_ns: -2.84
clock-sinks: 112
finClkSkew_ns: 0
violations: "setup timing"
coreArea_mm2: 0.0126
synth_cells: 522
warnings: 27
max-vdd-ir-drop_uv: 351
synth_area_mm2: 0.00642
num_vias: 4726
cts_made_buffers: 9
wl_per_cell_um: 20.5
finalWeightedCongestion: 0.876
rsz0062_at_grt: "true"
vias_per_cell: 5.86
drtIter0Drc: 274
grt_overflow: 0
final_layout_size_suffix_gt1_frac: 0.543
hold_class: "reg2reg"
top_cell_area_share: 0.436
chipArea_mm2: 0.0133
grt_pass1_wl_mm: 26.5
cts_tree: "built"
setup_viol: 31
worst_pin_slew_ns: 0.767
track_usage: 0.278
cts_buffer_depth: 2
ios: 94
post-dp-hpwl_mm: 10.7
yosys-top-cells-area: "dfrtn_1 (44%), mux2_2 (25%), mux4_2 (6.3%)"
ff_type: "dfrtn_1"
final_antenna_net_count: 0
antenna_found_initial: 0
## worst max-delay path: stages (launching register included)
cell and delay [ns]:
dfrtn_1 0.36, buf_6 0.12, mux2_4 0.25, nand2_1 0.05, o21ai_1 0.06, a221o_1 0.32, buf_2 0.12
## Yosys cell counts, types with 2 or more instances
cell       instances
buf_2             22
a22oi_1           22
nor2_1             8
mux4_2            18
a21oi_1           10
o21ai_0           21
inv_1              3
o2bb2ai_1          6
nand3_1            7
nor3_1             7
a21o_1             7
nor2b_1           20
nand4b_2           3
buf_1              2
mux2_2           144
clkbuf_1           7
nor4bb_1           2
mux2i_1           12
a221oi_1          13
buf_4             26
nand2_1           29
dfrtn_1          112
nand3b_1           2
o31ai_1            3
## cells in the final DEF (no fill, tap or decap), types with 6 or more instances in the layout
cell type	instances
a21o_1	7
a21oi_2	6
a221oi_2	10
a22oi_1	12
a22oi_2	10
buf_12	8
buf_2	36
buf_4	61
buf_6	9
clkbuf_16	9
clkdlybuf4s50_1	41
dfrtn_1	112
mux2_2	133
mux2_4	11
mux2i_1	12
mux4_2	18
nand2_1	25
nand3_1	7
nor2_1	7
nor2b_1	17
o21ai_1	13
o2bb2ai_1	6
## area by class of cell
| cell class | count | area, µm² | area share |
|---|---|---|---|
| inverter | 3 | 15.0 | 0.00185 |
| multi-input combinational | 349 | 3510 | 0.432 |
| timing repair buffer | 155 | 1310 | 0.161 |
| clock buffer | 10 | 239 | 0.0294 |
| sequential | 112 | 2800 | 0.345 |
| clock inverter | 5 | 38.8 | 0.00477 |
| tap | 172 | 215 | 0.0265 |
## stage by stage
step	util	instances	instance area, µm²	worst slack [ns]	total power [µW]
2_1_floorplan	-	522	6430	0.0666	1870
3_3_place_gp	0.600	762	7540	-0.251	2190
3_5_place_dp	0.600	762	7540	-0.263	2210
4_1_cts	0.640	803	8040	-0.256	3050
5_1_grt	0.647	806	8130	-0.313	3230
6_report	0.647	806	8130	-0.258	3060
## metal layers
metal	global-route usage	wire, µm	vias up
met5	0	0	-
met4	0.0286	184	0
met3	0.0836	1190	14
met2	0.421	7720	145
met1	0.435	7410	2398
li1	-	-	2169
## flip-flops by register name, summed over array words and instances, names as in the netlist
name	count
f	16
b	16
c	16
a	16
g	16
e	16
d	16
## power breakdown
part | internal (µW) | leakage [µW] | switching (µW) | total, µW
Sequential | 1220 | 0.00134 | 152 | 1380
Clock | 385 | 0.000136 | 368 | 753
Combinational | 596 | 0.00201 | 338 | 934
## repair_timing
action | in CTS | in global routing
pin swaps | 52 | 21
gates cloned | 0 | 0
setup endpoints to repair | 32 | 32
resized | 153 | 22
setup buffers | 26 | 3
## kinds of logic after synthesis
logic type,share of synthesized area
compound gates,0.0980
buf+inv,0.0569
flops,0.436
mux,0.334
other cells,0.000584
simple gates,0.0738
## worst paths after layout
check	startpoint	endpoint	slack (ns)	depth (start not counted)
setup reg to reg	g[7]$_DFFE_NP0P_	g[7]$_DFFE_NP0P_	3.50	4
max in group asynchronous	reset	b[0]$_DFFE_NP0P_	0.93	3
min in group asynchronous	reset	g[13]$_DFFE_NP0P_	3.06	2
hold / removal	c[13]$_DFFE_NP0P_	c[13]$_DFFE_NP0P_	0.48	1
setup / recovery	e[11]$_DFFE_NP0P_	rd_data2[11]	-0.26	6
hold reg to reg	c[13]$_DFFE_NP0P_	c[13]$_DFFE_NP0P_	0.48	1
No activity file was given, so power comes from the tool's default toggle rates.
