$ cat flow/constraint.sdc
current_design WB

set clk_period 1.0
set clk_io_pct 0.2

create_clock -name clk0 -period $clk_period

set non_clock_inputs [all_inputs -no_clocks]
set_input_delay [expr $clk_period * $clk_io_pct] -clock clk0 $non_clock_inputs
set_output_delay [expr $clk_period * $clk_io_pct] -clock clk0 [all_outputs]
$ cat flow/config.mk
export PLATFORM = sky130hd
export DESIGN_NAME = WB
export DESIGN_NICKNAME = WB
export VERILOG_FILES = /design/flow/design.v
export SDC_FILE = /design/flow/constraint.sdc
export NUM_CORES = 4
export LEC_CHECK = 1
export CORE_AREA = 10 10 70 70
export DIE_AREA = 0 0 80 80
$ cat flow/design.v
`timescale 1ns / 1ps
module WB(
	memtoreg,
	rd_data_mem,
	rd_data_alu,
	write_data
    );
input memtoreg;
input [15:0] rd_data_mem, rd_data_alu;
output [15:0] write_data;
reg[15:0] write_data;
always @* begin
	write_data = rd_data_alu;
	case(memtoreg)
		1'b1:
			write_data = rd_data_mem;
	endcase
end
endmodule
$ cat flow/run.sh
#!/bin/bash
# OpenROAD 26Q1-2900-gdf79404cd8, Yosys 0.63+post, stock flow scripts
make -C /OpenROAD-flow-scripts/flow DESIGN_CONFIG=/design/flow/config.mk WORK_HOME=/design/flow/orfs finish
==> flow_metrics.env <==
# source this file to load flow results
export IMPL_drv_slew=0
export IMPL_overflow=0
export IMPL_violations="negative setup slack"
export IMPL_synth_seq_share_pct=0
export IMPL_fin_ws_ns=-0.0563
export IMPL_drt_iter0_markers=0
export IMPL_crit_path_end_kind="primary output"
export IMPL_place_gp_congestion=0.807
export IMPL_avgSynthCellArea_um2=13.8
export IMPL_dpl_worst_slack_ns=-0.852
export IMPL_grtUsageMet2_pct=4.82
export IMPL_outcome="complete, but fails checks"
export IMPL_drcViolationCount=0
export IMPL_finalSetupViolCount=16
export IMPL_grt_use_total_pct=4.11
export IMPL_row_count=21
export IMPL_yosysChipArea_um2=249
export IMPL_clockBufferCount=0
export IMPL_finalSetupTns_ns=-0.830
export IMPL_dpl_hpwl_um=1240
export IMPL_p_seq_share_pct=0
export IMPL_drt_wl_total_um=1440
export IMPL_die_x_um=80
export IMPL_worstMarginPinSlew_ns=0.0747
export IMPL_power_leakage_nw=0.417
export IMPL_met3_usage_pct=4.55
export IMPL_p_comb_share_pct=100.0
export IMPL_crit_family="buffers and inverters"
export IMPL_maxCapViolations=0
export IMPL_antenna_found_initial=0
export IMPL_max_stage_delay_ns=0.30
export IMPL_core_area_um2=3420
export IMPL_p_sw_mw=0.0662
export IMPL_drt_wirelength_per_cell_um=12.7
export IMPL_clkPwrFrac_pct=0
export IMPL_cts_setup_buffers=0
export IMPL_max_freq_ghz=0.947
export IMPL_flop_count=0
export IMPL_critical_path_depth=4
export IMPL_drtPass1Iterations=1
export IMPL_hold_class="in -> out"
export IMPL_setup_worst_path_start_class="primary input"
export IMPL_critPathKind="in -> out"
export IMPL_rsz0062_at_grt="true"
export IMPL_initCoreUtil_pct=7.29
export IMPL_drive_gt1_share_pct=52.2
export IMPL_critPathSlowestCell="mux2_4"
export IMPL_io_pins=49
export IMPL_synth_warnings=1
export IMPL_grtUsageMet1_pct=5.14
export IMPL_ant_nets=0
export IMPL_openroad_warnings=34
export IMPL_synthDistinctLibCells=4
export IMPL_crit_chain="buf_12 > buf_12 > mux2_4 > buf_6"
export IMPL_required_ns=0.80
export IMPL_p_total_mw=0.300
export IMPL_num_vias=361
export IMPL_power_internal_mw=0.233
export IMPL_grt_pass1_wl_um=2120
export IMPL_ctsHoldBuffers=0
export IMPL_hold_slack_ns=0.796
export IMPL_antenna_cells=0
export IMPL_crit_buf_inv=3
export IMPL_top_usage_layer="met1"
export IMPL_vias_per_cell=3.19
export IMPL_post_route_period_util_pct=106
export IMPL_grt_max_degree=9
export IMPL_yosysTopAreaCell="mux2_4"
export IMPL_chipHeight_um=80
export IMPL_flop_area_um2=0
export IMPL_port_buffer_count=49
export IMPL_synth_top_cell_area_share_pct=60.3
export IMPL_ir_worst_vdd_v=0.000131
export IMPL_synthCells=18
export IMPL_crit_arrival_ns=0.86
export IMPL_switching_share_pct=22.1
export IMPL_relSlewSlack_pct=95.0
export IMPL_period_needed_ns=1.06
export IMPL_top_cells_by_area="mux2_4, mux2_2, buf_12"
export IMPL_hold_path_depth=3
export IMPL_dieArea_um2=6400
export IMPL_crit_top_cell="buf_12"
export IMPL_area_growth_pct=219
export IMPL_critPathMaxFanout=8
export IMPL_syn_area_um2=249
export IMPL_grt_pass1_vias=421
export IMPL_pwr_density_cell_nw_per_um2=377
export IMPL_hold_viol=0
export IMPL_yosys_stat_cells=18
synth_stat cells (all sizes together):
cell type,instances
mux2,16
buf,2
power groups by stage:
stage	Combinational, mW	Sequential (mW)	Clock, mW
finish	0.300	0	0
global route	0.324	0	0
CTS	0.276	0	0
worst paths after layout:
kind / start / to / slack [ns]
worst max-delay path: memtoreg / write_data[14] / -0.06
worst min-delay path: rd_data_alu[9] / write_data[9] / 0.80
cells in the final DEF (no fill, tap or decap):
cell type / Yosys / layout
dlygate4sd2_1: 0 / 32
mux2_4: 10 / 16
buf_16: 0 / 1
buf_12: 1 / 2
buf_2: 0 / 5
buf_6: 1 / 11
tightest hold or removal path, delay by kind of cell:
| kind | cells | cell delay (ns) |
|---|---|---|
| buf+inv | 2 | 0.27 |
| mux | 1 | 0.13 |
logic make-up after synthesis:
group                  after synthesis  share of synthesized area [%]
buffers and inverters                2                           12.6
muxes                               16                           87.4
per-layer routing:
metal,share of wire (%),wire length [um]
met5,0,0
met4,0,0
met3,29,411
met2,25,362
met1,46,662
area by class of cell:
type / count / area (um^2)
multi-input combinational: 16 / 240
tap: 46 / 57.6
fill: 390 / 2620
timing repair buffer: 51 / 497
metrics by stage:
step	utilization [%]	instances	cell area, um^2
after floorplan	-	18	249
after global placement	23.0	112	786
after detailed placement	23.0	112	786
after CTS	22.0	113	751
after global routing	23.3	113	795
final	23.3	113	795
timing repair:
item	in CTS	in global routing
resized	99	7
cloned	1	0
setup endpoints to repair	16	16
endpoints found under the hold margin	0	0
Power and IR drop assume default switching activity.
